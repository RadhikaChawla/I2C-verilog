$ cat ./config.mk
export PLATFORM = sky130hd
export DESIGN_NAME = barrel_shifter
export DESIGN_NICKNAME = barrel_shifter
export VERILOG_FILES = /design/flow/design.v
export SDC_FILE = /design/flow/constraint.sdc
export NUM_CORES = 4
export LEC_CHECK = 1
export CORE_AREA = 10 10 93 93
export DIE_AREA = 0 0 103 103
$ cat ./constraint.sdc
current_design barrel_shifter

set clk_period 3.7
set clk_io_pct 0.2

create_clock -name clk0 -period $clk_period

set non_clock_inputs [all_inputs -no_clocks]
set_input_delay [expr $clk_period * $clk_io_pct] -clock clk0 $non_clock_inputs
set_output_delay [expr $clk_period * $clk_io_pct] -clock clk0 [all_outputs]
$ cat ./design.v
module barrel_shifter(d,out,q,c);  
  input [7:0]d;
  output [7:0]out,q;
  input[2:0]c;
  mux m1(q[0],d,c);
  mux m2(q[1],{d[0],d[7:1]},c);
  mux m3(q[2],{d[1:0],d[7:2]},c);
  mux m4(q[3],{d[2:0],d[7:3]},c);
  mux m5(q[4],{d[3:0],d[7:4]},c);
  mux m6(q[5],{d[4:0],d[7:5]},c);
  mux m7(q[6],{d[5:0],d[7:6]},c);
  mux m8(q[7],{d[6:0],d[7:7]},c);
  assign out=q;
endmodule
module mux(y,d,c);  
  input[7:0]d;
  output y;
  reg y;
  input [2:0]c;
  always @ (c)
  begin
    if (c==3'b000)
      y = d[0];
    else if (c==3'b001)
      y = d[1];
      else if (c==3'b010)
      y = d[2];
      else if (c==3'b011)
      y = d[3];
      else if (c==3'b100)
      y = d[4];
      else if (c==3'b101)
      y = d[5];
      else if (c==3'b110)
      y = d[6];
      else if (c==3'b111)
      y = d[7];
    end
  endmodule 
module tb_barrel();
reg [7:0]p;
reg [2:0]t;
wire [7:0]r,s;
barrel_shifter b1(p,r,s,t);
initial
begin 
p = 8'b11001100;
t= 3'b101;
end 
endmodule 
$ cat ./run.sh
#!/bin/bash
# OpenROAD 26Q1-2900-gdf79404cd8, Yosys 0.63+post, stock flow scripts
make -C /OpenROAD-flow-scripts/flow DESIGN_CONFIG=/design/flow/config.mk WORK_HOME=/design/flow/orfs finish
==> results_slide.txt <==
Run Summary

Run status
  – Outcome: finished clean

Routing
  – Final wirelength: 1739 um
  – Residual DRC count: 0
  – DR vias/cell: 3.257
  – Post-DRT Antenna Nets: 0
  – N_diodes: 0
  – Vias: 557
  – WL/cell: 10.17 um
  – Initial DRC count: 66
  – Initial DRT Pass Iterations: 4

Critical path
  – Critical path endpoint: out[4]
  – CP Launch Type: input port
  – WP data arrival: 2.81 ns
  – CP peak stage delay: 0.46 ns
  – Critical Path Start: c[1]
  – Cells along the critical path: dlygate4sd2_1 -> a21boi_2 -> o221ai_1 -> a31oi_1 -> dlxtn_1 -> clkdlybuf4s50_1
  – Maximum fanout along the worst path: 16
  – WS Path Type: in -> out
  – Slowest cell on the critical path: clkdlybuf4s50_1
  – Worst path required time: 2.96 ns
  – Worst setup EP type: primary output

Cells and area
  – Filler Cell Count: 761
  – Share of layout cells above drive strength 1: 0.08791
  – Area Growth Syn to Fin: 34.00%
  – Most numerous logic cells after layout: clkdlybuf4s50_1 (24), nand2_1 (10), dlxtn_1 (8), conb_1 (8)
  – Top cell excl fill/tap: clkdlybuf4s50_1
  – Final core utilization: 0.1365

Placed design
  – PortBufs: 27
  – Placer Congestion: 0.8522
  – HPWL after DPL: 1472 um

Timing
  – Least-Margin Pin Slew: 0.6299 ns
  – Finish-stage setup viols: 0
  – Register pins left without a clock: 8
  – Slew HR: 0.5801
  – Fin crit share: 0.9601
  – Final hold vios: 0
  – FMAX: 0.2815 GHz
  – Period minus WS final: 3.552 ns
  – Endpoints left unconstrained: 8
  – Unrepaired setup endpoints after global routing: no
  – Slew Viols, Final: 0

Logic synthesis
  – Top non-seq family: multiplexers
  – Syn Inst Count: 78
  – Simple-Gate Area Share: 0.1055
  – YS chip area: 688.2 um^2
  – Top cells by area: buf_4 (17%), dlxtn_1 (17%), mux4_1 (11%)
  – Adder-cell share of the synthesized area: 0
  – Avg Inst Size Synth: 8.823 um^2
  – Yosys stat cell total: 78
  – Cell variety after synth: 21
  – Syn Std Cell Area: 688.2 um^2
  – Flops out of synthesis: 8
  – Dominant cell area share: 0.1745
  – Aoi share: 0.2291
  – Post-synth top area cell: buf_4
  – Multiplexer share: 0.2455
  – Yosys warning total: 1
  – Xor/xnor share of the synthesized area: 0

Floorplanning
  – Die area: 10610 um^2
  – Die Ht: 103 um
  – # IOs: 27
  – Die Wd: 103 um
  – Num rows: 30
  – CORE AREA: 6756 um^2
  – Fp util: 0.1019

Flow run
  – Log Warnings: 32
  – Max-Cap Viols: 0

Pwr
  – Clock share of power: 0
  – Sw Pwr: 0.00003577 W
  – Comb pwr share: 0.867
  – Pwr dens: 101.7 nW/um^2
  – Net Sw Frac: 0.3815
  – Max VDD drop: 0.03873 mV
  – Sequential group share of total power: 0.133
  – Leak Pwr: 0.3569 nW
  – Cell-internal power: 0.00005799 W

GRT
  – Initial antenna violation count: 0
  – Pin count of the biggest net entering global routing: 23
  – Total GRT Usage: 0.03121
  – First-pass GRT wire length: 2608 um
  – Overflow after GRT: 0
  – Vias in the first global route: 510
-- power by group through the flow --
stage	registers [W]	clock network, W	logic, W
6_report	0.0000125	0	0.0000813
5_1_grt	0.0000132	0	0.0000909
4_1_cts	0.0000126	0	0.0000832
-- cell usage after synthesis --
cell type  number
a21boi_2        1
a21o_1          5
a21oi_1         1
a31oi_1         6
a32oi_1         1
buf_2           3
buf_4          16
buf_6           2
conb_1          1
dlxtn_1         8
inv_1           2
mux2_1          2
mux4_1          3
mux4_2          3
nand2_1        10
nand2b_1        1
nor2_1          6
nor2_2          1
o211ai_1        1
o221ai_1        4
o221ai_2        1
-- per-layer routing --
metal  vias up  part of all wire  track usage  wire length [um]
met4         0                 0            0                 0
met3         0             0.093     0.008125               161
met1       246              0.45      0.04170               788
met2        20              0.45      0.05266               789
li1        291                 -            -                 -
met5         -                 0            0                 0
-- cell type report --
cell class                      count  area, um^2  share of cell area
Tap cell                           80       100.1              0.1085
Inverter                            2       7.507            0.008141
Multi-Input combinational cell     54       429.2              0.4654
Sequential cell                     8       120.1              0.1303
Timing Repair Buffer               27       265.3              0.2877
-- cell families after synthesis --
family	after synthesis
latches	8
AOI/OAI and AO/OA	20
and+or+nand+nor	18
buffers and inverters	23
muxes	8
other	1
-- stage by stage --
step | std cells | instance area (um^2) | power (W) | setup WS (ns) | setup TNS, ns
after floorplan | 85 | 714.4 | 0.00006681 | 1.066 | 0
after global placement | 171 | 927.1 | 0.00009570 | -0.4026 | -5.384
after detailed placement | 171 | 927.1 | 0.00009663 | -0.4449 | -5.827
after CTS | 171 | 925.9 | 0.00009582 | 0.09835 | 0
after global routing | 171 | 922.1 | 0.0001041 | 0.01108 | 0
final | 171 | 922.1 | 0.00009375 | 0.1475 | 0
-- critical path, delay by kind of cell --
kind,cells,cell delay [ns]
latches,1,0.37
AOI/OAI and AO/OA,3,0.79
buffers and inverters,2,0.90
-- timing repair --
action	in CTS	in global routing
endpoints found under the setup margin	16	8
hold buffers	0	0
gates resized	5	2
buffers inserted	0	0
pin swaps	0	0
-- sequential cells by signal, summed over array words and instances (netlist names) --
| register | cells |
|---|---|
| m1.y | 1 |
| m2.y | 1 |
| m3.y | 1 |
| m4.y | 1 |
| m5.y | 1 |
| m6.y | 1 |
| m7.y | 1 |
| m8.y | 1 |
Power and IR drop assume default switching activity.
